==> run.sh <==
#!/bin/bash
# OpenROAD 26Q1-2900-gdf79404cd8, Yosys 0.63+post, stock flow scripts
make -C /OpenROAD-flow-scripts/flow DESIGN_CONFIG=/design/flow/config.mk WORK_HOME=/design/flow/orfs finish
==> constraint.sdc <==
current_design fa_8

set clk_period 3.2
set clk_io_pct 0.2

create_clock -name clk0 -period $clk_period

set non_clock_inputs [all_inputs -no_clocks]
set_input_delay [expr $clk_period * $clk_io_pct] -clock clk0 $non_clock_inputs
set_output_delay [expr $clk_period * $clk_io_pct] -clock clk0 [all_outputs]
==> config.mk <==
export PLATFORM = sky130hd
export DESIGN_NAME = fa_8
export DESIGN_NICKNAME = fa_8
export VERILOG_FILES = /design/flow/design.v
export SDC_FILE = /design/flow/constraint.sdc
export NUM_CORES = 4
export LEC_CHECK = 1
export CORE_AREA = 10 10 70 70
export DIE_AREA = 0 0 80 80
==> design.v <==
`timescale 1ns / 1ps
module fa_8 (
    input [7:0] x,   
    input [7:0] y,
    input cin,
    output [7:0] s,
    output carry
);
    wire temp;
    fa_4 U_fa4_0 (
        .x(x[3:0]),   
        .y(y[3:0]),
        .cin(cin),
        .s(s[3:0]),
        .carry(temp)
    );
    fa_4 U_fa4_1 (
        .x(x[7:4]),   
        .y(y[7:4]),
        .cin(temp),
        .s(s[7:4]),
        .carry(carry)
    );
endmodule
module fa_4 (
    input [3:0] x,   
    input [3:0] y,
    input cin,
    output [3:0] s,
    output carry
);
    wire [3:0] w_c;
    full_adder U_fa0 (
        .x(x[0]),
        .y(y[0]),
        .cin(1'b0),
        .sum(s[0]),
        .carry(w_c[0])
    );
    full_adder U_fa1 (
        .x(x[1]),
        .y(y[1]),
        .cin(w_c[0]),
        .sum(s[1]),
        .carry(w_c[1])
    );
    full_adder U_fa2 (
        .x(x[2]),
        .y(y[2]),
        .cin(w_c[1]),
        .sum(s[2]),
        .carry(w_c[2])
    );
    full_adder U_fa4 (
        .x(x[3]),
        .y(y[3]),
        .cin(w_c[2]),
        .sum(s[3]),
        .carry(carry)
    );
endmodule
module full_adder (
    input  x,
    input  y,
    input  cin,
    output sum,
    output carry
);
    wire temp1, temp2, temp3;
    ha u0 (
        .a(x),
        .b(y),
        .c(temp1),
        .s(temp2)
    );
    ha u1 (
        .a(temp2),
        .b(cin),
        .c(temp3),
        .s(sum)
    );
    or_2 u2 (
        .a(temp1),
        .b(temp3),
        .c(carry)
    );
endmodule
module ha (
    input  a,
    input  b,
    output c,
    output s
);
    assign c = a & b;
    assign s = a ^ b;
endmodule
module or_2 (
    input  a,
    input  b,
    output c
);
    assign c = a | b;
endmodule
==> results.sh <==
# implementation run metrics
export IMPL_numPlacedInstances=84
export IMPL_worstPathCellList="clkdlybuf4s50_1, fa_2, fa_2, inv_2, fa_1, inv_1, buf_2"
export IMPL_hold_path_startpoint="x[7]"
export IMPL_drt_wirelength_per_cell_um=8.440
export IMPL_layout_cells_non_filler=84
export IMPL_maxCapViolations=0
export IMPL_combPwrFrac=1.000
export IMPL_worst_setup_path_type="in2out"
export IMPL_slowest_delay_ns=0.44
export IMPL_cts_hold_buffers=0
export IMPL_number_of_drc_violations_after_detailed_routing_iteration_0=0
export IMPL_number_of_flip_flops_and_latches=0
export IMPL_port_buffers=25
export IMPL_p_int_mw=0.04735
export IMPL_switching_share=0.2610
export IMPL_layout_cell_area_non_filler_sq_um=478.0
export IMPL_chip_area_sq_mm=0.006400
export IMPL_p_leak_nw=0.1934
export IMPL_worst_path_max_fanout=1
export IMPL_hold_path_class="in2out"
export IMPL_num_clock_buffers=0
export IMPL_synthesis_yosys_warnings=0
export IMPL_post_route_drc_count=0
export IMPL_detail_route_wirelength_um=709
export IMPL_whs_ns=2.027
export IMPL_final_period_utilization=0.9674
export IMPL_grt_overflow=0
export IMPL_diodes=0
export IMPL_final_antenna_net_count=0
export IMPL_num_rows=21
export IMPL_slew_viol_final=0
export IMPL_total_of_endpoints_with_negative_setup_slack_in_the_final_report=0
export IMPL_drt_pre_antenna_iters=1
export IMPL_dpl_hpwl_um=703.9
export IMPL_ff_latch_area_sq_um=0
export IMPL_grt_antenna_before_repair=0
export IMPL_stage_log_warnings=33
export IMPL_finalCoreUtilization=0.1399
export IMPL_timing_critical_path_slowest_stage_cell="sky130_fd_sc_hd__clkdlybuf4s50_1"
export IMPL_fp_density=0.06667
export IMPL_setup_worst_path_end_class="output pin"
export IMPL_synth_cells=21
export IMPL_io_pins=26
export IMPL_setup_tns_ns=0
export IMPL_grt_pass1_vias=222
export IMPL_synth_sequential_area_ratio=0
export IMPL_area_growth_syn_to_layout_pct=109.9
export IMPL_hold_viol_final=0
export IMPL_groute_usage_overall=0.02093
export IMPL_run_status="finished clean"
export IMPL_globalplace_congestion=0.7611
export IMPL_tightestPinTransition_ns=0.09909
export IMPL_layout_area_comb_sq_um=163.9
export IMPL_dpl_worst_slack_ns=-0.4895
export IMPL_postLayoutSetupSlackWorst_ns=0.1042
export IMPL_final_layout_size_suffix_gt1_frac=0.2105
export IMPL_synth_stat_cells=21
export IMPL_peakVddDrop_uv=32.09
export IMPL_fin_total_pwr_mw=0.06407
export IMPL_net_switching_power_mw=0.01672
export IMPL_max_freq_mhz=323.0
export IMPL_die_h_um=80
export IMPL_power_sequential_fraction=0
export IMPL_arrival_time_reported_for_the_critical_path_endpoint_ns=2.46
export IMPL_clock_power_share=0
export IMPL_viasPerCell=2.286
export IMPL_grt_max_degree=2
export IMPL_crit_top_cell="sky130_fd_sc_hd__fa_2"
export IMPL_netlist_area_sq_um=227.7
export IMPL_hold_path_end="s[7]"
export IMPL_syn_avg_cell_area_sq_um=10.84
export IMPL_min_delay_path_depth=5
export IMPL_worstSetupStartpointType="primary input"
export IMPL_via_count=192
export IMPL_slew_headroom=0.9337
export IMPL_grt_pass1_wl_um=1124
export IMPL_yosys_area_sq_um=227.7
export IMPL_postCtsResizedCells=17
export IMPL_placeableCoreArea_sq_mm=0.003416
export IMPL_grt_setup_unrepaired="false"
export IMPL_fin_crit_period_ns=3.096
export IMPL_fill_cells=392
export IMPL_cts_repair_timing_setup_buffer_count=0
export IMPL_placedInstanceArea_sq_um=475.5
export IMPL_power_density_mw_per_mm2=134.1
export IMPL_critPathRequiredTime_ns=2.56
export IMPL_synth_cell_types=5
export IMPL_floorplan_die_width_um=80
==> layout by cell type (no fill, tap or decap) <==
cell | netlist | final
sky130_fd_sc_hd__ha_2 | 0 | 2
sky130_fd_sc_hd__buf_2 | 0 | 1
sky130_fd_sc_hd__xor3_1 | 1 | 1
sky130_fd_sc_hd__dlygate4sd2_1 | 0 | 6
sky130_fd_sc_hd__inv_2 | 0 | 1
sky130_fd_sc_hd__fa_2 | 0 | 4
sky130_fd_sc_hd__fa_1 | 5 | 1
sky130_fd_sc_hd__inv_1 | 5 | 4
sky130_fd_sc_hd__clkdlybuf4s50_1 | 0 | 18
==> layer usage <==
layer  track usage  share of wire  routed length, um  vias up
met4             0              0                  0        0
li1              -              -                  -       87
met3       0.01477           0.20                144        0
met2       0.03291           0.42                296       18
met1       0.02421           0.38                268       87
met5             0              0                  0        -
==> how the worst max path moves through the flow <==
stage / start / end / slack (ns) / cells past startpoint
after CTS: y[5] / s[7] / 0.07 / 7
after global routing: y[5] / s[7] / 0.01 / 7
final: y[5] / s[7] / 0.10 / 7
==> final cells by class <==
cell class,count,share of cell area
repair buffers,25,0.4974
multi-input cells,8,0.3429
well taps,46,0.1204
inverters,5,0.03927
==> cell usage after synthesis <==
cell	number	area, sq um
sky130_fd_sc_hd__fa_1	5	100.1
sky130_fd_sc_hd__ha_1	2	25.02
sky130_fd_sc_hd__inv_1	5	18.77
sky130_fd_sc_hd__xor3_1	1	23.77
sky130_fd_sc_hd__buf_4	8	60.06
==> cell families after synthesis <==
family                   after synthesis  synth area share
buffers and inverters                 13            0.3462
XOR/XNOR                               1            0.1044
adder cells (fa/ha/maj)                7            0.5495
==> worst max-delay path, delay by kind of cell <==
family                   cells  cell delay (ns)
buffers and inverters        4             0.65
adder cells (fa/ha/maj)      3             1.16
==> power by group through the flow <==
stage	logic, mW	clock network (mW)	registers, mW
4_1_cts	0.0675	0	0
6_report	0.0641	0	0
5_1_grt	0.0743	0	0
Power and IR drop assume default switching activity.
