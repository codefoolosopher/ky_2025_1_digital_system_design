--- config.mk ---
export PLATFORM = sky130hd
export DESIGN_NAME = ClockControlUnit
export DESIGN_NICKNAME = ClockControlUnit
export VERILOG_FILES = /design/flow/design.v
export SDC_FILE = /design/flow/constraint.sdc
export NUM_CORES = 4
export LEC_CHECK = 1
export CORE_AREA = 10 10 82 82
export DIE_AREA = 0 0 92 92
--- constraint.sdc ---
current_design ClockControlUnit

set clk_period 3.2
set clk_io_pct 0.2

create_clock -name clk0 -period $clk_period [get_ports {clk_in}]

set non_clock_inputs [all_inputs -no_clocks]
set_input_delay [expr $clk_period * $clk_io_pct] -clock clk0 $non_clock_inputs
set_output_delay [expr $clk_period * $clk_io_pct] -clock clk0 [all_outputs]
--- design.v ---
`timescale 1ns/1ns 
module SystemClockPrescaler(
    input wire clk_in,           
    input wire reset,            
    input wire [3:0] clkps,      
    output reg clk_out           
);
    reg [7:0] prescale_counter;  
    always @(posedge clk_in or posedge reset) begin
        if (reset) begin
            prescale_counter <= 8'b0;  
            clk_out <= 1'b0;          
        end else begin
            if (prescale_counter == (2**clkps - 1)) begin
                prescale_counter <= 8'b0;  
                clk_out <= ~clk_out;       
            end else begin
                prescale_counter <= prescale_counter + 1;  
            end
        end
    end
endmodule
module ClockControlUnit(
    input wire clk_in,           
    input wire reset,            
    input wire [3:0] prescaler,  
    output wire cpu_clk,         
    output wire io_clk           
);
    wire divided_clk;
    SystemClockPrescaler prescaler_unit (
        .clk_in(clk_in),
        .reset(reset),
        .clkps(prescaler),
        .clk_out(divided_clk)
    );
    assign cpu_clk = divided_clk;    
    assign io_clk = divided_clk;    
endmodule
--- run.sh ---
#!/bin/bash
# OpenROAD 26Q1-2900-gdf79404cd8, Yosys 0.63+post, stock flow scripts
make -C /OpenROAD-flow-scripts/flow DESIGN_CONFIG=/design/flow/config.mk WORK_HOME=/design/flow/orfs finish
==> changes_impl.md <==
### Physical design

- Run status: complete, no violations
- Slack of the critical path: 0.1329 ns
- Fraction of final layout cells sized beyond drive strength 1: about 17%
- CTS buffer count: 3
- Final critical path time including I/O delays and setup: 3.067 ns
- Number of rows in the core area: 26
- Last weighted congestion value of the routability-driven placer: 0.8412
- Number of search-and-repair iterations in the first detailed-routing pass: 4
- Area enclosed by the die boundary: 0.008464 mm²
- Total power draw: 0.5050 mW
- Max stage delay cell, worst path: sky130_fd_sc_hd__or4_4
- Asr flop ratio synth: roughly 100%
- Register clock-pin slew on the reported worst setup and hold paths: 0.04 ns
- Main synth FF type: sky130_fd_sc_hd__dfrtp_1
- Count of buffer and inverter cells on the critical path: 2
- DPL Wire Length: 1276 µm
- CTS resizes: 0
- Total Routing Usage GR: 3.950%
- Post-synthesis cell area: 803.3 µm²
- Commonest non-fill, non-tap cells in the layout: 14 x sky130_fd_sc_hd__nor2_1, 10 x sky130_fd_sc_hd__buf_4, 9 x sky130_fd_sc_hd__dfrtp_1
- Inst Count DP: 177
- Final period utilization: 95.85%
- Worst setup path class: input port to flip-flop
- Worst Path Required: ~3.4 ns
- Count of flip-flops with a built-in enable after synthesis: 0
- Die outline width: 92 µm
- TritonCTS clock tree: done
- Fill cell count: 592
- Largest stage delay on the critical path: roughly 0.54 ns
- Cells after Synth: 98
- Via count of the first global-routing pass: 649
- Post-Route Skew: 0.004684 ns
- Global-route wire length before repair: 2849 µm
- Clock sink total: 9
- Final Non-Filler Cells: 181
- Relative max-transition margin: 73.35%
- Vias after detailed routing: 707
- Signed area change from the synthesized netlist to the final layout: 28.82%
- Most frequent logic cell in the layout: sky130_fd_sc_hd__nor2_1
- Path class of the lowest-slack min-delay path: flip-flop to flip-flop
- Synthesized flop and latch total: 9
- Antenna-violating nets left: 0
- Warning total across the stage logs: 25
- Initial antenna violation count: 0
- Final Hold Violating Endpoints: 0
- Post-CTS repair timing setup buffer count: 0
- Number of cells in the yosys synthesis report: 98
- Cell area power density: 488.0 mW/mm²
- Worst slew pin tran: 0.3896 ns
- Remaining global-route overflow: 0
- Chip Area, Yosys: ~800 µm²
- Minimum setup slack after placement: -0.1396 ns
- Fin util: between 20% and 30%
- Mean area per synthesized cell: between 8 and 9 µm²
- Maximum number of pins on one net before global-route repair: 19
- Count of port buffers added during placement: 7
- Critical path, cell by cell: clkdlybuf4s50_1, or4_4, ha_1, or2_2, a22oi_1, and3_1, a211oi_1, nor4_4, buf_4, xor2_1
- LEAKAGE: 0.4183 nW
- Core utilization before placement: 15.83%
- Routed WL per cell: 9.160 µm
- Critical path peak fanout: 9
- Number of H-tree branching levels: 1
- Total of max-cap violations: 0
- CP Data Arrival Time: 3.22 ns
- Setup crit start kind: input port
- Number of different library cells in the post-synthesis netlist: 39
- 1st-iter DRT viols: between 70 and 80
- Peak supply drop: 0.3391 mV
- Drt drc: 0
- Unrepaired setup endpoints after global routing: false
- Critical Path End Type: flip-flop
- Root Driver: sky130_fd_sc_hd__clkbuf_8
- Core region area: 0.005075 mm²
- Clk Latency, worst-skew pair: 0.23 ns
- Diode count: 0
- Height of the die: 92 µm
- Total routed wirelength: 1658 µm
- YS warnings: 1
- Sequential share of the synthesized area: 28.04%
- Hold buffer count at CTS: 0
- Maximum clock path buffer count: 2
- Kind of cell with the highest combined delay on the critical path: simple AND/OR/NAND/NOR gates
- Final-report setup violation count: 0
- Fmax: 326.0 MHz
- Sum of negative setup slack: 0 ns
- Routed via count divided by cell count: 3.906
- Number of I/O pins: 8
- Number of pins with negative max-slew slack in the final report: 0
==> kinds of logic after synthesis <==
group,Yosys count,synth area share [%]
buffers and inverters,13,8.101
XOR/XNOR,10,10.90
AND-OR/OR-AND,22,19.31
adder cells (fa/ha/maj),3,4.673
flip-flops,9,28.04
AND/OR/NAND/NOR,41,28.97
==> through the flow <==
step / cell area, µm² / hold slack [ns]
6_report: 1035 / 0.5010
4_1_cts: 1035 / 0.5124
3_3_place_gp: 989.7 / 0.5045
2_1_floorplan: 803.3 / 0.4428
5_1_grt: 1035 / 0.5307
3_5_place_dp: 989.7 / 0.5027
==> state kept, by name, indices dropped and copies added (netlist names) <==
name	flops
prescaler_unit.prescale_counter	8
prescaler_unit.clk_out	1
==> layer usage <==
layer	share of wire, %	GRT usage (%)	vias up
li1	-	-	375
met1	50	5.313	321
met2	45	6.000	7
met3	4.2	1.483	4
met4	1.3	0.6427	0
met5	0	0	-
==> power by group <==
part           internal, mW  switching [mW]
clock network        0.0864          0.0407
logic                0.0889          0.0834
registers             0.149          0.0562
==> worst paths after layout <==
path	slack (ns)	cells past startpoint	start	end
min in group asynchronous	0.66	2	reset	prescaler_unit.clk_out
worst max-delay path	0.13	10	prescaler[1]	prescaler_unit.clk_out
max in group asynchronous	2.29	2	reset	prescaler_unit.prescale_counter[2]
worst max register to register	1.37	7	prescaler_unit.prescale_counter[2]	prescaler_unit.clk_out
worst min-delay path	0.50	1	prescaler_unit.clk_out	prescaler_unit.clk_out
worst min register to register	0.50	1	prescaler_unit.clk_out	prescaler_unit.clk_out
==> final cells by class <==
cell class                 count  area [µm²]  share of cell area, %
tap                           70       87.58                  8.464
timing repair buffer          17       145.1                  14.03
inverter                       5       18.77                  1.814
clock buffer                   4       45.04                  4.353
multi-input combinational     76       513.0                  49.58
sequential                     9       225.2                  21.77
==> synth_stat cells, types with 3 or more instances <==
master	number	share of area, %
sky130_fd_sc_hd__nor2_1	14	6.5
sky130_fd_sc_hd__dfrtp_1	9	28
sky130_fd_sc_hd__nand2_1	6	2.8
sky130_fd_sc_hd__xnor2_1	6	6.5
sky130_fd_sc_hd__a21oi_1	5	3.1
sky130_fd_sc_hd__inv_1	5	2.3
sky130_fd_sc_hd__buf_2	4	2.5
sky130_fd_sc_hd__nand3_1	4	2.5
sky130_fd_sc_hd__xor2_1	4	4.4
sky130_fd_sc_hd__ha_1	3	4.7
sky130_fd_sc_hd__nand4_1	3	2.3
Power figures rest on the tool's default switching activity, not on a simulated workload.
